### flow/run.sh
#!/bin/bash
# OpenROAD 26Q1-2900-gdf79404cd8, Yosys 0.63+post, stock flow scripts
make -C /OpenROAD-flow-scripts/flow DESIGN_CONFIG=/design/flow/config.mk WORK_HOME=/design/flow/orfs finish
### flow/config.mk
export PLATFORM = sky130hd
export DESIGN_NAME = CIC
export DESIGN_NICKNAME = CIC
export VERILOG_FILES = /design/flow/design.v
export SDC_FILE = /design/flow/constraint.sdc
export NUM_CORES = 4
export LEC_CHECK = 1
export CORE_UTILIZATION = 30
### flow/constraint.sdc
current_design CIC

set clk_period 4.6
set clk_io_pct 0.2

create_clock -name clk0 -period $clk_period [get_ports {clk}]

set non_clock_inputs [all_inputs -no_clocks]
set_input_delay [expr $clk_period * $clk_io_pct] -clock clk0 $non_clock_inputs
set_output_delay [expr $clk_period * $clk_io_pct] -clock clk0 [all_outputs]
### flow/design.v
module CIC #(
    parameter M=1, 
    parameter N=2, 
    parameter BITS=10,
    parameter N_BITS=$clog2(N)
) (
    input clk, 
    input rst, 
    input [BITS-1:0] stream_in, 
    input valid,
    output [BITS-1:0] stream_out, 
    output ready
);
    wire [BITS-1:0] accumulated;
    wire accumulated_ready;
    wire [BITS-1:0] downsampled;
    wire downsampled_ready;
    accumulator #(
        .M(M),
        .BITS(BITS)
    ) accumulator (
        .clk(clk),
        .rst(rst),
        .stream_in(stream_in),
        .valid(valid),
        .stream_out(accumulated),
        .ready(accumulated_ready)
    );
    downsampler #(
        .N(N),
        .BITS(BITS)
    ) downsampler (
        .clk(clk),
        .rst(rst),
        .stream_in(accumulated),
        .valid(accumulated_ready),
        .stream_out(downsampled),
        .ready(downsampled_ready)
    );
    differentiator #(
        .N(N),
        .BITS(BITS)
    ) differentiator (
        .clk(clk),
        .rst(rst),
        .stream_in(downsampled),
        .valid(downsampled_ready),
        .stream_out(stream_out),
        .ready(ready)
    );
endmodule
module accumulator #(
    parameter M=1,
    parameter BITS=10
) (
    input clk, 
    input rst, 
    input [BITS-1:0] stream_in, 
    input valid,
    output [BITS-1:0] stream_out, 
    output ready
);
    wire [BITS-1:0] data [M:0];
    wire handshake [M:0];
    genvar m;
    generate 
        for (m = 0; m < M; m = m + 1) begin
            integrator #(
                .BITS(BITS)
            ) it (
                .clk(clk), 
                .rst(rst), 
                .stream_in(data[m]),
                .valid(handshake[m]),
                .stream_out(data[m + 1]),
                .ready(handshake[m + 1])
            );
        end
    endgenerate
    assign data[0] = stream_in;
    assign handshake[0] = valid;
    assign stream_out = data[M];
    assign ready = handshake[M];
endmodule
module differentiator #(
    parameter N=2, 
    parameter BITS=10
) (
    input clk, 
    input rst, 
    input [BITS-1:0] stream_in, 
    input valid,
    output reg [BITS-1:0] stream_out, 
    output reg ready
);
    localparam N_BITS = $clog2(N);
    integer i;
    reg [BITS-1:0] buffer [N-1:0];
    reg [BITS-1:0] value;
    reg [N_BITS-1:0] pointer;
    always @(posedge clk) begin
        if (rst) begin
            stream_out <= 0;
            pointer <= 0;
            ready <= 0;
            for (i = 0; i < N; i = i + 1) begin
                buffer[i] <= 0;
            end
        end else if (valid) begin
            value = stream_in - buffer[pointer];
            stream_out <= value[BITS-1:N_BITS];
            buffer[pointer] <= stream_in;
            pointer <= pointer + 1 == N ? 0 : pointer + 1;
            ready <= 1;
        end else begin
            ready <= 0;
        end
    end
endmodule
module downsampler #(
    parameter N=2, 
    parameter BITS=10, 
    parameter N_BITS=$clog2(N)+1
) (
    input clk, 
    input rst,
    input [BITS-1:0] stream_in, 
    input valid,
    output reg [BITS-1:0] stream_out, 
    output reg ready
);
    reg [N_BITS-1:0] sample;
    always @(posedge clk) begin
        if (rst) begin
            sample <= 0;
            stream_out <= 0;
            ready <= 0;
        end 
        if (valid) begin
            if (sample == 0) begin
                stream_out <= stream_in;
                ready <= 1;
            end else ready <= 0;
            sample <= sample + 1 == N ? 0 : sample + 1;
        end else begin
            ready <= 0;
        end
    end
endmodule
module integrator #(
    parameter BITS=10
) (
    input clk, 
    input rst, 
    input [BITS-1:0] stream_in, 
    input valid,
    output [BITS-1:0] stream_out, 
    output reg ready
); 
    reg [BITS-1:0] buffer;
    always @(posedge clk) begin
        if (rst) begin
            buffer <= 0;
            ready <= 0;
        end else if (valid) begin
            buffer <= stream_in + buffer;
            ready <= 1;
        end
    end
    assign stream_out = buffer;
endmodule
==> GITHUB_STEP_SUMMARY <==
## Implementation flow summary

| Metric | Value |
|---|---|
| I/O Buffers | 22 |
| Root buf cell | clkbuf_8 |
| Total CTS buffers | 5 |
| Post-DR wirelength/cell | 12.86 um |
| HP Class | flip-flop to flip-flop |
| Clock skew | 0.01129 ns |
| Maximum fanout along the worst path | 10 |
| Core region area | 9774 um2 |
| Synth area leaders | dfxtp_1 (22%), edfxtp_1 (22%), ha_1 (7.9%) |
| Number of enable flip-flop cells | 22 |
| Final critical-path share of the clock period | 63.82% |
| Most common reg cell | dfxtp_1 |
| Area leader, netlist | dfxtp_1 |
| Max_cap viols | 0 |
| Chip area | 10500 um2 |
| TritonCTS Sinks | 56 |
| CTS tree | built |
| Post-Route WL | 5979 um |
| Pin count of the biggest net entering global routing | 33 |
| CTS max path bufs | 2 |
| Slew @ Worst Pin | 0.7590 ns |
| Synth flops | 56 |
| Slowest cell on the critical path | dfxtp_1 |
| Core Util at FP | 30.97% |
| Yosys Chip Area | 3027 um2 |
| Post-synth cell types | 53 |
| Clock Latency Late Sink | 0.31 ns |
| Gpl congestion | 0.7859 |
| Yosys Instances | 315 |
| DRT antenna net count | 0 |
| Vias in the first global route | 2214 |
| Outcome | finished clean |
| Placed cells | 457 |
| R2R depth | 8 |
| Worst path max stage delay | 0.72 ns |
| CP Class | flip-flop to flip-flop |
| Worst VDD drop | 0.1309 mV |
| Mapped cell area | 3027 um2 |
| Setup violators final | 0 |
| Peak Freq | 0.3406 GHz |
| Synth async-reset ratio | 0% |
| FP Rows | 36 |
| Reg2Reg Capture Point | differentiator.stream_out[7] |
| Syn Inst Count | 315 |
| Tool warnings | 26 |
| Critical Path Start Type | flip-flop |
| Initial antenna violation count | 0 |
| Rel. slew slack | 48.87% |
| Hold path start | differentiator.stream_out[4] |
| Top-level port count | 24 |
| Pwr Density | 335.3 nW/um2 |
| Final Hold Fails | 0 |
| DIE WIDTH | 102.4 um |
| Synth-to-Final Area Change | 14.55% |
| Reg2reg setup slack | 1.66 ns |
| Final Max Tran Viols | 0 |
| DRT Pass-1 Iters | 4 |
| Die Y | 102.4 um |
| CP endpoint kind | flip-flop |
| Most used cell, CP | o21ai_0 |
| Synth Seq Share | 44.32% |
| Clock slew at reported path FFs | 0.11 ns |
| Crit path required time | 4.80 ns |
| CP Cell Sequence | mux2_4 > or2b_1 > fa_1 > a21oi_1 > o21ai_0 > o21ai_0 > nor4_1 > a311o_1 |
| Layout cells sized above 1 | 5.723% |
| Resized Gates After CTS | 0 |
| Post-CTS setup buffers | 0 |
| Leakage power | 0.001356 uW |
| DRT iter0 DRCs | 66 |
| Syn Area/Cell | 9.608 um2 |
| Critical Path AT | 3.14 ns |
| RSZ-0062 raised after global routing | false |
| Overall Power | 1162 uW |
| Global-route usage over all layers | 12.57% |
| Top-area cell share | 22.49% |
| Fin cells | 465 |
| GR Overflow Total | 0 |
| Setup_tns | 0 ns |
| Worst Hold Depth | 2 |
| CTS H-tree lvls | 2 |
| Diode count | 0 |
| CTS Hold Buffers Added | 0 |
| DRC viols | 0 |
| First-pass GRT wire length | 10160 um |
| Via count | 2254 |
| FILL cells | 1000 |
| Detailed placement HPWL | 4385 um |
| Yosys warnings | 4 |
| Final Critical Period | 2.936 ns |
| Hold EP | differentiator.stream_out[4] |
| Vias per cell | 4.847 |
==> critical path, delay by kind of cell (launching register included) <==
family,cells,cell delay [ns]
mux,1,0.30
flops,1,0.72
fa+ha+maj,1,0.40
simple gates,2,0.32
compound gates,4,1.07
==> worst max-delay path by stage <==
stage,from,slack (ns),cells after the start,end
CTS,flip-flop,1.67,8,differentiator.stream_out[7]
global route,stream_in[0],1.46,9,accumulator.genblk1[0].it.buffer[6]
finish,flip-flop,1.66,8,differentiator.stream_out[7]
==> cell usage after synthesis (all sizes together) (4+ instances only) <==
| cell type | n |
|---|---|
| mux2i | 15 |
| nand4 | 4 |
| xnor2 | 5 |
| nand2 | 36 |
| nand3 | 5 |
| inv | 15 |
| nor2 | 25 |
| a211oi | 5 |
| and3 | 21 |
| nor3 | 6 |
| edfxtp | 22 |
| o21ai | 23 |
| dfxtp | 34 |
| o21a | 4 |
| a21oi | 11 |
| ha | 19 |
| clkbuf | 13 |
==> kinds of logic after synthesis <==
| kind of cell | share of synthesized area [%] |
|---|---|
| other cells | 0.1239 |
| buf+inv | 4.217 |
| flops | 44.32 |
| simple gates | 19.97 |
| xor+xnor | 2.026 |
| compound gates | 14.35 |
| mux | 5.829 |
| fa+ha+maj | 9.177 |
==> per-layer routing <==
layer  vias to the layer above  wire length, um  GRT usage, %
met5                         -                0             0
met4                         0              138         2.637
met3                        13              218         2.086
met2                        40             2623         20.51
met1                      1025             2998         18.06
li1                       1176                -             -
==> per-stage QoR <==
step	instance area, um2	hold slack [ns]	util (%)	setup WS (ns)
finish	3467	0.4840	35.47	1.664
global route	3467	0.5210	35.47	1.461
CTS	3467	0.4804	35.47	1.672
detailed placement	3364	0.4575	34.42	1.385
global placement	3364	0.4578	34.42	1.416
floorplan	3027	0.4208	-	2.115
==> layout make-up <==
cell class                      instances  area (um2)  share of cell area, %
Multi-Input combinational cell        228        1558                  44.93
Sequential cell                        56        1341                  38.69
Timing Repair Buffer                   25       242.7                  7.001
Tap cell                              133       166.4                  4.800
Clock buffer                            5       68.82                  1.985
Inverter                               15       56.30                  1.624
Clock inverter                          3       33.78                 0.9744
==> report_power, final <==
| group | internal (uW) | switching (uW) |
|---|---|---|
| Sequential | 558 | 38.6 |
| Clock | 115 | 176 |
| Combinational | 129 | 146 |
==> registers in the layout, indices dropped and copies added, names as in the netlist, named ones only <==
| signal | count |
|---|---|
| differentiator.ready | 1 |
| differentiator.stream_out | 9 |
| downsampler.stream_out | 10 |
| downsampler.ready | 1 |
| downsampler.sample | 2 |
| differentiator.pointer | 1 |
| accumulator.genblk1.it.ready | 1 |
| differentiator.buffer | 20 |
| accumulator.genblk1.it.buffer | 10 |
==> placed cells by master, fill, tap and decap left out, types with 6 or more instances in the layout <==
| master | count |
|---|---|
| mux2i_1 | 15 |
| dfxtp_1 | 34 |
| a21oi_1 | 11 |
| clkdlybuf4s50_1 | 22 |
| nor2_1 | 25 |
| edfxtp_1 | 22 |
| o21ai_0 | 23 |
| inv_1 | 15 |
| nand2_1 | 35 |
| nor3_1 | 6 |
| ha_1 | 19 |
| and3_1 | 21 |
Power and IR drop assume default switching activity.
