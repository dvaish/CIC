[flow/run.sh]
#!/bin/bash
# OpenROAD 26Q1-2900-gdf79404cd8, Yosys 0.63+post, stock flow scripts
make -C /OpenROAD-flow-scripts/flow DESIGN_CONFIG=/design/flow/config.mk WORK_HOME=/design/flow/orfs finish
[flow/config.mk]
export PLATFORM = sky130hd
export DESIGN_NAME = comb
export DESIGN_NICKNAME = comb
export VERILOG_FILES = /design/flow/design.v
export SDC_FILE = /design/flow/constraint.sdc
export NUM_CORES = 4
export LEC_CHECK = 1
export CORE_UTILIZATION = 30
[flow/constraint.sdc]
current_design comb

set clk_period 3.1
set clk_io_pct 0.2

create_clock -name clk0 -period $clk_period [get_ports {clk}]

set non_clock_inputs [all_inputs -no_clocks]
set_input_delay [expr $clk_period * $clk_io_pct] -clock clk0 $non_clock_inputs
set_output_delay [expr $clk_period * $clk_io_pct] -clock clk0 [all_outputs]
[flow/design.v]
module comb #(
    parameter M=1,
    parameter N=2,
    parameter BITS=10
) (
    input clk, 
    input rst, 
    input [BITS-1:0] stream_in, 
    input valid,
    output [BITS-1:0] stream_out, 
    output ready
);
    wire [BITS-1:0] data [M:0];
    wire handshake [M:0];
    genvar m;
    generate
        for (m = 0; m < M; m = m + 1) begin
            differentiator #(
                .N(N), 
                .BITS(BITS)
            ) dt (
                .clk(clk), 
                .rst(rst), 
                .stream_in(data[m]),
                .valid(handshake[m]),
                .stream_out(data[m + 1]),
                .ready(handshake[m + 1])
            );
        end
    endgenerate
    assign data[0] = stream_in;
    assign handshake[0] = valid;
    assign stream_out = data[M];
    assign ready = handshake[M];
endmodule
module differentiator #(
    parameter N=2, 
    parameter BITS=10
) (
    input clk, 
    input rst, 
    input [BITS-1:0] stream_in, 
    input valid,
    output reg [BITS-1:0] stream_out, 
    output reg ready
);
    localparam N_BITS = $clog2(N);
    integer i;
    reg [BITS-1:0] buffer [N-1:0];
    reg [BITS-1:0] value;
    reg [N_BITS-1:0] pointer;
    always @(posedge clk) begin
        if (rst) begin
            stream_out <= 0;
            pointer <= 0;
            ready <= 0;
            for (i = 0; i < N; i = i + 1) begin
                buffer[i] <= 0;
            end
        end else if (valid) begin
            value = stream_in - buffer[pointer];
            stream_out <= value[BITS-1:N_BITS];
            buffer[pointer] <= stream_in;
            pointer <= pointer + 1 == N ? 0 : pointer + 1;
            ready <= 1;
        end else begin
            ready <= 0;
        end
    end
endmodule
==> flow_summary.rst <==
Metrics
=======

.. list-table::
   :header-rows: 1

   * - Metric
     - Value
   * - Max Transition Viols Final
     - 0
   * - DRC violation count after routing
     - 0
   * - Element type at the critical path end
     - register
   * - TritonCTS clock tree
     - done
   * - Async set-reset flop share out of synthesis
     - 0
   * - Most used flip-flop cell after synthesis
     - sky130_fd_sc_hd__edfxtp_1
   * - Slew @ Worst Pin
     - 0.547 ns
   * - Register area
     - 841 µm²
   * - Setup WS pre-CTS
     - 0.258 ns
   * - Cells in synth_stat.txt
     - 155
   * - Proportion of layout cells with a drive suffix above 1
     - 0.0847
   * - Worst max-slew margin expressed relative to the limit
     - 0.634
   * - Largest net degree at the start of global routing
     - 22
   * - Combinational gate area
     - approximately 810 µm²
   * - Total of warnings raised by yosys
     - 2
   * - Antenna Violating Nets Remaining
     - 0
   * - Overall via count from detail_route
     - between 1000 and 1500
   * - Gate power share
     - 0.228
   * - Arrival time of the worst setup path
     - 2.79 ns
   * - Per-cell routed wire length
     - roughly 14 µm
   * - P_sw
     - 0.305 mW
   * - Port-buffer cells
     - 22
   * - Summed negative setup slack over all endpoints
     - 0 ns
   * - Y dimension of the die
     - about 78 µm
   * - Share of the core filled with cells in the final layout
     - 0.382
   * - Sum of overflow across all layers after global routing
     - 0
   * - Share of power burned in the clock network
     - 0.333
   * - WP data required
     - 3.33 ns
   * - Cell internal power dissipation
     - 0.868 mW
   * - Delay of the slowest critical-path stage
     - 0.44 ns
   * - Antenna violations before repair
     - 0
   * - Critical Path, Cell by Cell
     - clkdlybuf4s50_1 -> or2b_1 -> fa_1 -> a21o_1 -> a31oi_1 -> o21ai_0 -> a2111o_1 -> nand3_1
   * - Post-CTS setup-driven buffer insertion count
     - 0
   * - Final clock period utilization by the worst path
     - 0.825
   * - H-tree depth
     - 2
   * - Antenna cell count
     - 0
   * - Iteration tally of the first detailed-router pass
     - 4
   * - Non-Filler Cell Area, Final
     - 0.00210 mm²
   * - Critical path's slowest cell
     - sky130_fd_sc_hd__clkdlybuf4s50_1
   * - Number of different library cells in the post-synthesis netlist
     - 38
   * - Chip area from the yosys synthesis statistics
     - about 0.0017 mm²
   * - Longest Clk Path Bufs
     - 2
   * - Syn-to-layout area delta
     - 22.6%
   * - Total track usage
     - 0.129
   * - Top-area cell share
     - 0.350
   * - Overall routed net length
     - roughly 3400 µm
   * - Overall power consumption
     - 1.17 mW
   * - Critical-path maximum fanout
     - 4
   * - Max capacitance violation total
     - 0
   * - Placeable core region
     - 0.00551 mm²
   * - Result of the run
     - finished, final reports clean
   * - Portion of the post-synthesis area used by sequential elements
     - 0.491
   * - Reg power frac
     - 0.439
   * - Post-Synthesis Cell Area
     - 0.00171 mm²
   * - Source-to-sink clock delay at the later pin of the worst-skew pair
     - 0.28 ns
   * - Hold-fix buffer count after cts
     - 0
   * - Clock transition at path regs
     - 0.06 ns
   * - Worst Setup Start Kind
     - input port
   * - Worst min-delay path class
     - register to register
   * - Clock tree root driver cell
     - sky130_fd_sc_hd__clkbuf_8
   * - Library cell with the largest summed area after synthesis
     - sky130_fd_sc_hd__edfxtp_1
   * - Top cells, area
     - sky130_fd_sc_hd__edfxtp_1 35%, sky130_fd_sc_hd__dfxtp_1 14%, sky130_fd_sc_hd__and3_1 7.3%
   * - Top cells by instance count after synthesis
     - 20 x sky130_fd_sc_hd__and3_1, 20 x sky130_fd_sc_hd__edfxtp_1, 12 x sky130_fd_sc_hd__dfxtp_1, 12 x sky130_fd_sc_hd__mux2i_1, 11 x sky130_fd_sc_hd__nor2_1
   * - Initial DRC Count
     - 56
   * - Power per cell area
     - around 560 mW/mm²
   * - Clock Skew
     - ~0.0062 ns
   * - Setup slack of the critical path after layout
     - 0.541 ns
   * - Clock buffer count from CTS
     - 5
   * - Final min period
     - 2.56 ns
   * - DR vias/cell
     - 4.83
   * - Final Setup Violations
     - 0
   * - Number of top-level pins
     - 24
   * - Syn_area_per_cell
     - 11.1 µm²
   * - Post-Place Cells
     - 241
   * - Synthesized flop and latch total
     - 32
   * - Highest clock frequency the design can meet
     - roughly 0.39 GHz
   * - Total half-perimeter wirelength after legalization and detailed placement
     - approximately 2400 µm
   * - Horiz. Die Dim
     - slightly below 80 µm
   * - Net Sw Frac
     - 0.260
   * - Peak VDD IR
     - 0.000230 V
   * - # rows
     - 27
   * - Weighted congestion at the end of routability-driven global placement
     - 0.865
   * - Class of the most critical setup path
     - input port to register
   * - Tool warnings
     - 25
   * - Number of enable-type register cells in the synthesized netlist
     - 20
   * - Hold Violations, Final
     - 0
   * - Unrepaired setup endpoints after global routing
     - no
   * - Worst hold margin
     - 0.490 ns
   * - Number of global-route vias before repair
     - 1185
   * - Initial standard-cell utilization of the core
     - 0.311
   * - First-pass GRT wire length
     - 5840 µm
   * - Total of fill cells in the finished design
     - 556
   * - Number of sinks on the clock net
     - 32
   * - Cells after synthesis
     - 155
   * - Cell area reported after detailed placement
     - 0.00199 mm²
   * - Post-cts resize count
     - 0
   * - Leakage power of the design
     - 0.871 nW
   * - Finished Layout Cells
     - 249
   * - Die Size
     - 0.00602 mm²
## routing by layer
layer / vias up / routed length, µm / track usage
li1: 606 / - / -
met1: 550 / 1530 / 0.186
met2: 37 / 1600 / 0.204
met3: 9 / 200 / 0.0287
met4: 0 / 105 / 0.0321
met5: - / 0 / 0
## worst max-delay path: cells and delay by family
family          cells  cell delay (ns)
simple gates        2             0.31
fa+ha+maj           1             0.40
compound gates      4             1.00
buf+inv             1             0.44
## cell type report
| class | count | share of cell area |
|---|---|---|
| flip-flops and latches | 32 | 0.400 |
| multi-input cells | 108 | 0.383 |
| repair buffers | 25 | 0.115 |
| well taps | 72 | 0.0429 |
| clock buffers | 6 | 0.0345 |
| clock inverters | 2 | 0.0167 |
| inverters | 4 | 0.00714 |
## flip-flops by register name, summed over array words and instances, names as in the netlist, named ones only
signal,count
genblk1.dt.buffer,20
genblk1.dt.pointer,1
genblk1.dt.ready,1
genblk1.dt.stream_out,9
## final timing paths
path	slack, ns	cells past startpoint	startpoint	endpoint
setup / recovery	0.54	8	stream_in[0]	genblk1[0].dt.stream_out[7]$_SDFFE_PP0P_
hold / removal	0.49	2	genblk1[0].dt.stream_out[6]$_SDFFE_PP0P_	genblk1[0].dt.stream_out[6]$_SDFFE_PP0P_
setup reg to reg	0.80	8	register	genblk1[0].dt.stream_out[7]$_SDFFE_PP0P_
hold reg to reg	0.49	2	genblk1[0].dt.stream_out[6]$_SDFFE_PP0P_	genblk1[0].dt.stream_out[6]$_SDFFE_PP0P_
## layout by cell type (no fill, tap or decap), types with 2 or more instances in the layout
master and n:
sky130_fd_sc_hd__and3_1 20, sky130_fd_sc_hd__nand2_1 6, sky130_fd_sc_hd__a31oi_1 2, sky130_fd_sc_hd__nand4_1 2, sky130_fd_sc_hd__a21oi_1 5, sky130_fd_sc_hd__o21ai_0 2, sky130_fd_sc_hd__clkbuf_8 5, sky130_fd_sc_hd__buf_4 3
sky130_fd_sc_hd__o211ai_1 2, sky130_fd_sc_hd__xnor2_1 4, sky130_fd_sc_hd__nor2b_1 2, sky130_fd_sc_hd__nand2b_1 2, sky130_fd_sc_hd__mux2i_1 12, sky130_fd_sc_hd__xor2_1 2, sky130_fd_sc_hd__dfxtp_1 12, sky130_fd_sc_hd__nor3_1 2
sky130_fd_sc_hd__nor3b_1 3, sky130_fd_sc_hd__ha_1 8, sky130_fd_sc_hd__nand3_1 4, sky130_fd_sc_hd__edfxtp_1 20, sky130_fd_sc_hd__clkdlybuf4s50_1 22, sky130_fd_sc_hd__a21o_1 5, sky130_fd_sc_hd__inv_1 4, sky130_fd_sc_hd__nor2_1 11
## power by group through the flow
stage | registers, mW | logic, mW | clock network [mW]
after CTS | 0.516 | 0.271 | 0.398
after global routing | 0.522 | 0.300 | 0.418
final | 0.515 | 0.268 | 0.390
## cells by family after synthesis
group	after synthesis	synth area share
simple gates	56	0.185
buf+inv	15	0.0394
xor+xnor	6	0.0307
other cells	1	0.00219
mux	13	0.0788
compound gates	23	0.103
fa+ha+maj	9	0.0701
flops	32	0.491
Power is estimated from default activity; no workload was simulated.
